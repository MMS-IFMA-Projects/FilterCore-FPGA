==> flow/design.v <==
module filter_core_design (
    input wire clk,              
    input wire reset,            
    input wire [3:0] data,       
    input wire req,              
    output logic ack,            
    output logic alive,          
    input wire level_sensor_b,   
    input wire level_sensor_a,   
    output logic pwm_pump_a,     
    output logic pwm_pump_b,     
    output logic led_connection  
);
    logic internal_reset;
    assign internal_reset = ~reset;
    logic       new_data_pulse;          
    logic       level_b_is_empty;        
    logic       level_a_is_full;         
    logic [7:0] pwm_duty_a;              
    logic [7:0] pwm_duty_b;              
    logic [3:0] reg_strategic_status;    
    logic       data_is_critical;        
    handshake_fsm #( .DATA_WIDTH(4) ) inst_handshake (
        .clk(clk), 
        .reset(internal_reset),
        .data(data), 
        .req(req), 
        .ack(ack),
        .new_data_pulse(new_data_pulse)
    );
    always_ff @(posedge clk or posedge internal_reset) begin
        if (internal_reset) reg_strategic_status <= 4'b0;
         else if (new_data_pulse) reg_strategic_status <= data;
    end
    water_level #(
        .CLK_FREQ(25_000_000),
        .STABLE_MS(20)
    ) inst_water_level_a (
        .clk(clk),
        .reset(internal_reset),
        .signal_async(level_sensor_a),
        .signal_stable(level_a_is_full)
    );
    water_level #(
        .CLK_FREQ(25_000_000),
        .STABLE_MS(20)
    ) inst_water_level_b (
        .clk(clk),
        .reset(internal_reset),
        .signal_async(level_sensor_b),
        .signal_stable(level_b_is_empty)
    );
    filter_fsm inst_filter (
        .clk(clk),
        .reset(internal_reset),
        .status_data(reg_strategic_status),
        .level_b_empty(level_b_is_empty),
        .level_a_full(level_a_is_full),
        .pwm_duty_a(pwm_duty_a),
        .pwm_duty_b(pwm_duty_b),
        .is_critical(data_is_critical)
    );
    pwm_generator pump_a_pwm_gen (
        .clk(clk), 
        .reset(internal_reset), 
        .duty_cycle(pwm_duty_a), 
        .pwm_signal(pwm_pump_a)
    );
    pwm_generator pump_b_pwm_gen (
        .clk(clk), 
        .reset(internal_reset), 
        .duty_cycle(pwm_duty_b), 
        .pwm_signal(pwm_pump_b)
    );
    localparam BLINK_COUNT_MAX = 24'd12_499_999;  
    logic [23:0] blink_count = '0;
    logic blink_toggle = 1'b0;
    always_ff @(posedge clk) begin
        if (reset == 1'b0) begin
            if (blink_count == BLINK_COUNT_MAX) begin
                blink_count <= '0;
                blink_toggle <= ~blink_toggle;
            end else begin
                blink_count <= blink_count + 1;
            end
        end else begin
            blink_count <= '0;
            blink_toggle <= 1'b0;
        end
    end
    assign led_connection = (reset == 1'b1) ? 1'b1 : blink_toggle;
    assign alive = ~reset;
endmodule
module filter_fsm #(
    parameter int PUMP_B_TIMER_CYCLES = 250_000_000  
) (
    input wire clk,                  
    input wire reset,                
    input wire [3:0] status_data,    
    input wire level_b_empty,        
    input wire level_a_full,         
    output logic [7:0] pwm_duty_a,   
    output logic [7:0] pwm_duty_b,   
    output logic is_critical         
);
    localparam PWM_MAX = 8'd230;     
    localparam PWM_MIN = 8'd77;      
    typedef enum logic [2:0] {
        STOP,            
        FILLING,         
        DRAINING_MIN,    
        DRAINING_MAX,    
        STOPPING         
    } state_t;
    state_t current_state, next_state;
    logic [27:0] timer_pump_b;   
    logic pump_b_timer_expired;  
    assign is_critical = (|status_data);
    always_ff @(posedge clk or posedge reset) begin
        if (reset) timer_pump_b <= '0;
        else if (current_state == DRAINING_MIN) begin
            if(!pump_b_timer_expired) timer_pump_b <= timer_pump_b + 1;
        end
        else timer_pump_b <= '0;
    end
    assign pump_b_timer_expired = (timer_pump_b >= PUMP_B_TIMER_CYCLES);
    always_comb begin
        next_state = current_state;
        case (current_state)
            STOP:
                if (is_critical) next_state = FILLING;
            FILLING:
                if(!is_critical) next_state = STOPPING;
                else if (!level_a_full) next_state = DRAINING_MIN;
            DRAINING_MIN:
                if (!is_critical) next_state = STOPPING;
                else if (level_b_empty && is_critical) next_state = FILLING;
                else if (pump_b_timer_expired) next_state = DRAINING_MAX;
            DRAINING_MAX:
                if (!is_critical) next_state = STOPPING;
                else if (level_b_empty && is_critical) next_state = FILLING;
            STOPPING:
                if (level_b_empty) next_state = STOP;
            default:
                next_state = STOP;
        endcase
    end
    always_comb begin
        pwm_duty_a = 8'h00;
        pwm_duty_b = 8'h00;
        case (current_state)
            FILLING: begin
                pwm_duty_a = PWM_MAX;
                if(!level_b_empty) pwm_duty_b = PWM_MAX;
            end
            DRAINING_MIN: begin
                pwm_duty_b = PWM_MIN;
            end
            DRAINING_MAX: begin
                pwm_duty_b = PWM_MAX;
            end
            STOPPING: begin
                if(!level_b_empty) pwm_duty_b = PWM_MAX;
            end
            default: begin
                pwm_duty_a = 8'h00;
                pwm_duty_b = 8'h00;
            end
        endcase
    end
    always_ff @(posedge clk or posedge reset) begin
        if (reset) current_state <= STOP;
        else current_state <= next_state;
    end
endmodule
module handshake_fsm #(
    parameter int DATA_WIDTH = 4
) (
    input  wire clk,                     
    input  wire reset,                   
    input wire [DATA_WIDTH-1:0] data,    
    input  wire req,                     
    output logic ack,                    
    output logic new_data_pulse          
);
    logic req_sync1, req_sync2;
    always_ff @(posedge clk or posedge reset) begin
        if (reset) {req_sync1, req_sync2} <= 2'b0;
        else        {req_sync1, req_sync2} <= {req, req_sync1};
    end
    typedef enum logic [1:0] {
        IDLE,            
        LATCH_DATA,      
        WAIT_REQ_LOW     
    } state_t;
    state_t current_state, next_state;
    logic data_is_corrupt;
    always_comb begin
        data_is_corrupt = $isunknown(data);
    end
    always_comb begin
        next_state = current_state;
        case (current_state)
            IDLE:         if (req_sync2 && !data_is_corrupt) next_state = LATCH_DATA;
            LATCH_DATA:   next_state = WAIT_REQ_LOW;
            WAIT_REQ_LOW: if (!req_sync2) next_state = IDLE;
            default:      next_state = IDLE;
        endcase
    end
    always_ff @(posedge clk or posedge reset) begin
        if (reset) begin
            current_state  <= IDLE;
            ack            <= 1'b0;
            new_data_pulse <= 1'b0;
        end else begin
            current_state <= next_state;
            new_data_pulse <= (current_state == IDLE) && (next_state == LATCH_DATA);
            if((current_state == IDLE) && (next_state == LATCH_DATA)) ack <= 1'b1;
            else if((current_state == WAIT_REQ_LOW) && (next_state == IDLE)) ack <= 1'b0;
        end
    end
endmodule
module pwm_generator #(
    parameter int WIDTH = 8
) (
    input wire clk,                      
    input wire reset,                    
    input wire [WIDTH-1:0] duty_cycle,   
    output logic pwm_signal              
);
    logic [WIDTH-1:0] pwm_counter = '0;
    always_ff @(posedge clk or posedge reset) begin
        if (reset) pwm_counter <= '0;
        else pwm_counter <= pwm_counter + 1;
    end
    assign pwm_signal = (pwm_counter < duty_cycle);
endmodule
module water_level #(
    parameter int CLK_FREQ = 50_000_000,  
    parameter int STABLE_MS = 20         
) (
    input wire clk,              
    input wire  reset,           
    input wire signal_async,     
    output logic signal_stable   
);
    localparam int COUNTER_LIMIT = (CLK_FREQ / 1000) * STABLE_MS;
    logic [19:0] counter = '0;
    logic signal_sync1, signal_sync2;
    always_ff @(posedge clk) begin
        signal_sync1 <= signal_async;
        signal_sync2 <= signal_sync1;
    end
    always_ff @(posedge clk or posedge reset) begin
        if (reset) begin
            signal_stable <= 1'b1;  
            counter <= '0;
        end
        else begin
            if (signal_sync2 != signal_stable) begin
                if(counter < COUNTER_LIMIT) counter <= counter + 1;
                else begin
                    signal_stable <= signal_sync2;
                    counter <= '0;
                end
            end
            else counter <= '0;
        end
    end
endmodule
==> flow/run.sh <==
#!/bin/bash
# OpenROAD 26Q1-2900-gdf79404cd8, Yosys 0.63+post, stock flow scripts
make -C /OpenROAD-flow-scripts/flow DESIGN_CONFIG=/design/flow/config.mk WORK_HOME=/design/flow/orfs finish
==> flow/config.mk <==
export PLATFORM = sky130hd
export DESIGN_NAME = filter_core_design
export DESIGN_NICKNAME = filter_core_design
export VERILOG_FILES = /design/flow/design.v
export SDC_FILE = /design/flow/constraint.sdc
export NUM_CORES = 4
export LEC_CHECK = 1
export CORE_UTILIZATION = 50
==> flow/constraint.sdc <==
current_design filter_core_design

set clk_period 3.3
set clk_io_pct 0.2

create_clock -name clk0 -period $clk_period [get_ports {clk}]

set non_clock_inputs [all_inputs -no_clocks]
set_input_delay [expr $clk_period * $clk_io_pct] -clock clk0 $non_clock_inputs
set_output_delay [expr $clk_period * $clk_io_pct] -clock clk0 [all_outputs]
==> results.txt <==
Status -> finished clean
Global route overflow -> 0
Leak -> 1.098 nW
Antenna violations before repair -> 0
Cell area leaders -> dfrtp_1 (27%), dfxtp_1 (20%), xnor2_1 (5.2%), xor2_1 (4.9%), nor2_1 (4.3%)
Core area -> 0.005140 mm^2
Worst-Margin Slew -> 0.5959 ns
Crit-path max cell delay -> 0.55 ns
Diodes inserted -> 0
Yosys top cell by instances -> nor2_1
DRC viols -> 0
Critical path arrival -> 2.39 ns
FP Rows -> 26
Final wirelength -> 4.526 mm
Crit Path Max Fanout -> 5
Core Util, Final -> 57.13%
Final-report hold violation count -> 0
# Cells Yosys -> 280
Vias in the first global route -> 1697
Average size of a mapped cell -> 9.621 um^2
Worst-path cell chain -> nand2b_2 > ha_1 > a2111oi_1 > o21ai_0 > a21oi_1 > clkdlybuf4s50_1
Total GRT Usage -> 18.28%
Yosys cell types -> 42
Max Fclk -> 327.9 MHz
WS Path Type -> reg -> out
Max-cap violation count -> 0
Largest net degree at the start of global routing -> 31
Grt peak-use layer -> met2
Seq/Total Area, Yosys -> 47.98%
Pwr Density -> 438.6 mW/mm^2
Hold slack -> 0.3270 ns
Routed vias/inst -> 5.435
Flops & latches, synth -> 57
Commonest flop -> dfrtp_1
Filler Cell Count -> 471
Dpl hpwl -> 2.991 mm
IO Count -> 14
Fraction of layout cells with a size suffix above 1 -> 8.191%
Wire per inst -> 12.47 um
Met3 Track Usage GR -> 5.630%
Die Span Y -> 75.40 um
CP max-delay cell -> dfstp_2
Fp_density -> 52.41%
Mapped Area -> 0.002694 mm^2
CP required -> 2.64 ns
Period utilization -> 92.42%
Top cells by count -> nor2_1 (31), dfrtp_1 (29), dfxtp_1 (27), nand3_1 (23), a21oi_1 (18)
Worst-Skew Late Latency -> 0.33 ns
IO Port Bufs -> 5
FF+latch area -> 0.001292 mm^2
TritonCTS clock tree -> done
Max-slew headroom -> 60.27%
Setup crit start kind -> flip-flop
Gate Area -> 0.001294 mm^2
RSZ-0062 raised after global routing -> no
GRT met1 Usage -> 27.14%
Mapped Cells -> 280
Number of enable flip-flop cells -> 0
Slew Limit Fails -> 0
Max VDD drop -> 0.2519 mV
Chip area estimate from yosys synthesis -> 0.002694 mm^2
DR iter-0 viols -> 64
Clk sinks -> 57
Worst setup path start -> inst_water_level_b.signal_stable
Global Route met2 Usage -> 28.57%
Die Wd -> 75.40 um
Setup TNS -> 0 ns
Hold_sp -> inst_water_level_b.signal_sync1
First-pass GRT wire length -> 7.679 mm
Dominant cell area share -> 26.94%
1st-pass router iterations -> 4
Pwr Total -> 1.288 mW
Clock buffer count from CTS -> 9
Final GP Congestion -> 0.7834
Worst-path clk slew -> 0.06 ns
Hold Crit Class -> reg -> reg
Antenna Violating Nets Remaining -> 0
Die Area -> 0.005685 mm^2
Top cell type by total area after synthesis -> dfrtp_1
Clk_skew -> 0.004584 ns
Crit end category -> output pin
CTS Root Cell -> clkbuf_8
CTS H-Tree Depth -> 3
Worst r2r src -> inst_water_level_b.counter[0]
Final setup viols -> 0
Detailed-route via count -> 1973
Log Warnings -> 31
Crit path time final -> 3.050 ns
Warnings, synthesis -> 5
P&R area growth vs syn -> 9.011%
Post-synth ARST share -> 52.63%
Clock Path Buffers -> 2
critical path: cells and delay by family (launching register included):
kind            cells  cell delay, ns
flops               1            0.55
compound gates      3            0.63
simple gates        1            0.17
fa+ha+maj           1            0.24
buf+inv             1            0.47
path summary, 6_finish.rpt:
check | end | slack [ns] | cells past startpoint
max in group asynchronous | inst_water_level_b.signal_stable | 2.13 | 2
hold / removal | inst_water_level_b.signal_sync2 | 0.33 | 0
setup reg to reg | inst_water_level_b.counter[16] | 1.41 | 5
hold reg to reg | inst_water_level_b.signal_sync2 | 0.33 | 0
min in group asynchronous | inst_water_level_b.counter[4] | 0.85 | 2
setup / recovery | pwm_pump_b | 0.25 | 6
kinds of logic (layout without fill, tap and decap cells):
kind of cell / Yosys count / count (layout) / synth area share [%]
and+or+nand+nor: 121 / 121 / 24.85
xor gates and xnor gates: 31 / 31 / 10.08
muxes: 1 / 1 / 0.4180
AOI/OAI and AO/OA: 40 / 40 / 8.871
buffers and inverters: 22 / 33 / 4.412
adders and majority gates: 7 / 7 / 3.251
other: 1 / 3 / 0.1392
DFF: 57 / 57 / 47.98
cell type report:
| class | instances | area share [%] |
|---|---|---|
| Clock buffer | 16 | 5.454 |
| Inverter | 10 | 1.278 |
| Multi-Input combinational cell | 203 | 44.06 |
| Sequential cell | 57 | 44.01 |
| Tap cell | 70 | 2.983 |
| Timing Repair Buffer | 7 | 2.216 |
registers in the layout (all words and copies together) (netlist names):
signal	count
blink_count	24
blink_toggle	1
inst_filter.current_state	1
inst_water_level_b.counter	20
inst_water_level_b.signal_stable	1
inst_water_level_b.signal_sync1	1
inst_water_level_b.signal_sync2	1
pump_b_pwm_gen.pwm_counter	8
metrics by stage:
step,worst slack (ns),cell area (um^2),instances
detailed placement,0.4701,2773,347
CTS,0.1012,2933,363
floorplan,1.150,2701,282
global placement,0.5058,2773,347
global route,0.03555,2937,363
finish,0.2502,2937,363
report_power, final:
group	switching [mW]	internal [mW]	leakage (nW)	total [mW]
logic	0.0257	0.0144	0.398	0.0401
clock network	0.241	0.295	0.0790	0.536
registers	0.00785	0.704	0.621	0.712
total	0.275	1.01	1.10	1.29
placed cells by master, fill, tap and decap left out, types with 2 or more instances in the layout:
cell type	netlist	layout
a21oi_1	18	18
nand3_1	23	23
nand4_1	8	8
or3_1	9	9
nor3_1	4	4
and3_1	4	4
ha_1	7	7
dfrtp_1	29	29
xnor2_1	16	16
xor2_1	15	15
clkbuf_1	2	6
o21ai_0	7	7
clkdlybuf4s50_1	0	5
nand2b_1	3	2
buf_4	2	2
clkbuf_8	0	10
nor2_1	31	31
or4_1	9	9
inv_1	10	10
nor4_1	5	5
conb_1	1	3
dfxtp_1	27	27
nand2_1	12	12
o31ai_1	10	10
and4_1	3	3
layer usage:
layer  part of all wire (%)  vias to the layer above
met5                      0                        -
met4                    1.5                        0
met3                    3.9                        9
met2                     46                       21
met1                     49                      934
li1                       -                     1009
repair_timing:
item,4_1_cts,5_1_grt
buffers inserted,0,0
resized,0,2
hold endpoints to repair,0,0
hold buffers,0,0
endpoints found under the setup margin,0,1
Power is estimated from default activity; no workload was simulated.
